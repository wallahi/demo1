**./run.sh**
```bash
#!/bin/bash
# OpenROAD 26Q1-2900-gdf79404cd8, Yosys 0.63+post, stock flow scripts
make -C /OpenROAD-flow-scripts/flow DESIGN_CONFIG=/design/flow/config.mk WORK_HOME=/design/flow/orfs finish
```
**./config.mk**
```make
export PLATFORM = sky130hd
export DESIGN_NAME = multiplier
export DESIGN_NICKNAME = multiplier
export VERILOG_FILES = /design/flow/design.v
export SDC_FILE = /design/flow/constraint.sdc
export NUM_CORES = 4
export LEC_CHECK = 1
export CORE_UTILIZATION = 50
```
**./constraint.sdc**
```tcl
current_design multiplier

set clk_period 36.2
set clk_io_pct 0.2

create_clock -name clk0 -period $clk_period

set non_clock_inputs [all_inputs -no_clocks]
set_input_delay [expr $clk_period * $clk_io_pct] -clock clk0 $non_clock_inputs
set_output_delay [expr $clk_period * $clk_io_pct] -clock clk0 [all_outputs]
```
**./design.v**
```verilog
module adder64 #(parameter DATA_WIDTH = 64)(A, B, Result);
input [DATA_WIDTH-1:0] A, B;
output [DATA_WIDTH-1:0] Result;
reg [DATA_WIDTH-1:0] Result;
reg [DATA_WIDTH:0] LocalCarry;
integer i;
always@(A or B)
	begin
		LocalCarry = 128'd0;
		for(i = 0; i < DATA_WIDTH; i = i + 1)
		begin
				Result[i] = A[i]^B[i]^LocalCarry[i];
				LocalCarry[i+1] = (A[i]&B[i])|(LocalCarry[i]&(A[i]|B[i]));
		end
end
endmodule
module csa #(parameter DATA_WIDTH = 64)
	(input [DATA_WIDTH-1:0] A,
	input [DATA_WIDTH-1:0] B,
	input [DATA_WIDTH-1:0] C,
	output wire[DATA_WIDTH-1:0] RESULT);
	integer i;
	supply0 gnd;
	reg [DATA_WIDTH-1:0] carry;
	reg [DATA_WIDTH-1:0] sum;
	wire throw;
	wire [DATA_WIDTH-1:0] sum_connect;
	assign sum_connect[DATA_WIDTH-2:0] = sum[DATA_WIDTH-1:1];
	assign sum_connect[DATA_WIDTH-1] = gnd;
	adder64 add(carry, sum_connect, {throw, RESULT[DATA_WIDTH-1:1]});
	assign RESULT[0] = sum[0];
	always@(A or B or C) begin
		carry[0] = 0;
		sum[DATA_WIDTH-1] = A[DATA_WIDTH-1]^B[DATA_WIDTH-1]^C[DATA_WIDTH-1];
		for (i = 0; i < DATA_WIDTH-1; i=i+1)
		begin
			sum[i] = A[i]^B[i]^C[i];
			carry[i+1] = (A[i]&B[i]) | (A[i]&C[i]) | (B[i]&C[i]);
		end	
	end
endmodule 
module csm #(parameter DATA_WIDTH = 64)
	(input [DATA_WIDTH-1:0] A,
	input [DATA_WIDTH-1:0] B,
	input [DATA_WIDTH-1:0] C,
	output [DATA_WIDTH-1:0] out1,
	output [DATA_WIDTH-1:0] out2
	);
	integer i;
	reg [DATA_WIDTH-1:0] carry;
	reg [DATA_WIDTH-1:0] sum;
	always@(A or B or C) begin
		carry[0] = 0;
		sum[DATA_WIDTH-1] = A[DATA_WIDTH-1]^B[DATA_WIDTH-1]^C[DATA_WIDTH-1];
		for (i = 0; i < DATA_WIDTH-1; i=i+1)
		begin
			sum[i] = A[i]^B[i]^C[i];
			carry[i+1] = (A[i]&B[i]) | (A[i]&C[i]) | (B[i]&C[i]);
		end	
	end
	assign out1[DATA_WIDTH-1:0] = sum[DATA_WIDTH-1:0];
	assign out2[DATA_WIDTH-1:0] = carry[DATA_WIDTH-1:0]; 
endmodule 
module multiplier (input [31:0] A, input [31:0] B, output[31:0] HI, output[31:0] LO);
	supply0 gnd;
	supply1 pwr;
	integer i, j;
	reg [63:0] partials [31:0]; 
	always@*
	begin
		partials[0] = A;
		partials[31][63:32] = A;
		partials[31][31:0] = gnd;
		for(i = 0; i < 32; i = i + 1)
		begin
			partials[i] = 64'd0;
			if (B[i])
				begin
					partials[i][31:0] = A[31:0];
					partials[i] = partials[i] << i;
					for (j = i+32; j < 64; j = j + 1)
					begin
						partials[i][j] = (A[31]) ? pwr : gnd;
					end	
				end
			else
				begin
					partials[i] = gnd;
				end
		end
	end
	wire [63:0]inter[61:0];
	csm csm00(partials[0], partials[1], partials[2], inter[0], inter[1]);  
	csm csm01(partials[3], partials[4], partials[5], inter[2], inter[3]);  
	csm csm02(partials[6], partials[7], partials[8], inter[4], inter[5]);  
	csm csm03(partials[9], partials[10], partials[11], inter[6], inter[7]);  
	csm csm04(partials[12], partials[13], partials[14], inter[8], inter[9]);  
	csm csm05(partials[15], partials[16], partials[17], inter[10], inter[11]);  
	csm csm06(partials[18], partials[19], partials[20], inter[12], inter[13]);  
	csm csm07(partials[21], partials[22], partials[23], inter[14], inter[15]);  
	csm csm08(partials[24], partials[25], partials[26], inter[16], inter[17]);  
	csm csm09(partials[27], partials[28], partials[29], inter[18], inter[19]);  
	csm csm10(partials[30], partials[31], inter[0], inter[20], inter[21]);  
	csm csm11(inter[1], inter[2], inter[3], inter[22], inter[23]);
	csm csm12(inter[4], inter[5], inter[6], inter[24], inter[25]);
	csm csm13(inter[7], inter[8], inter[9], inter[26], inter[27]);
	csm csm14(inter[10], inter[11], inter[12], inter[28], inter[29]);
	csm csm15(inter[13], inter[14], inter[15], inter[30], inter[31]);
	csm csm16(inter[16], inter[17], inter[18], inter[32], inter[33]);
	csm csm17(inter[19], inter[20], inter[21], inter[34], inter[35]);
	csm csm18(inter[22], inter[23], inter[24], inter[36], inter[37]);
	csm csm19(inter[25], inter[26], inter[27], inter[38], inter[39]);
	csm csm20(inter[28], inter[29], inter[30], inter[40], inter[41]);
	csm csm21(inter[31], inter[32], inter[33], inter[42], inter[43]);
	csm csm22(inter[34], inter[35], inter[36], inter[44], inter[45]);
	csm csm23(inter[37], inter[38], inter[39], inter[46], inter[47]);
	csm csm24(inter[40], inter[41], inter[42], inter[48], inter[49]);
	csm csm25(inter[43], inter[44], inter[45], inter[50], inter[51]);
	csm csm26(inter[46], inter[47], inter[48], inter[52], inter[53]);
	csm csm27(inter[49], inter[50], inter[51], inter[54], inter[55]);
	csm csm28(inter[52], inter[53], inter[54], inter[56], inter[57]);
	wire [63:0] result;
	csa csa00(inter[55], inter[56], inter[57], result);
	assign HI[31:0] = result[63:32];
	assign LO[31:0] = result[31:0];
endmodule 
```
==> summary.txt <==
fresh numbers from the pnr run: critical path's largest stage delay=0.58 ns, average cell area after synthesis=9.72 µm², Slew Limit Fails=0, Placed Cells=4566, Crit-path slowest cell=fa_1, adder share=69.1%, Setup WS post-layout=-1.53 ns, P&R area growth vs syn=8.86%, Avg Vias per Cell=4.88, min Tclk post-route=roughly 38 ns, Post-Syn Instances=3584, final setup fails=5, Log Warnings=37, final cycle utilization of the critical path=104%, largest net degree at the start of global routing=33, outcome=complete, but fails checks, GP Congestion=0.958, XOR Share, Synth=0.395%, post-synth top area cell=fa_1, Post-synth seq share=0%, WL/cell=19.7 µm, Max-Cap Viols=0, share of layout cells above drive strength 1=between 6 and 7%, WP buf/inv=6, GRT Util Overall=a little under a third, initial antenna violation count=5, # hold bufs at CTS=0, drt drc=0, IO Port Bufs=about 130, global-route wire length before repair=147000 µm, Initial DRC Count=roughly 700, synthesized area=34800 µm², Yosys Chip Area=34800 µm², number of fill cells=6046, most used cell, CP=fa_2, crit path DRT=~29 ns, RSZ-0062 raised after global routing=yes, Routed Antenna Nets=0, final cell count without fillers=4571, Fmax=about 27 MHz, Slew HR=49.2%, Multiplexer share=0%, worst hold path type=input port to primary output, drt total wl=90000 µm, Top cell area share=64.9%, Setup WS pre-CTS=-2.67 ns, Top-Level Pins=128, Ys Warns=6, failing checks=negative setup slack, Critical Path Fanout Max=7, via count=between 20k and 25k, Simple-Gate Fraction of Synth Area=16.5%, Register Area=0 µm², ys cells=about 3.6k, Pre-antenna DRT Iters=4, CP Class=input port to primary output, Starting Density=50.6%, measured slew at the worst slew-check pin=0.762 ns, vias in the first global route=between 20k and 30k, Final Hold Violation Tally=0, die footprint=70800 µm², worst path arrival time=slightly above 30 ns, Clock Buffer Count=0, Logic family by area=adder cells, Synth Area in Compound Gates=0%, Top cells by area=fa_1, and2_1, inv_1, Rows=96, Die Wd=between 200 and 300 µm, detailed placer's ending HPWL=75800 µm, die height=266 µm, Worst setup SP type=input port, post-synth cell types=9, flip-flops=0, Core Area=a little under 70000 µm², kind of cell adding the most delay to the critical path=adder cells, grt ovf=0, CP endpoint kind=primary output
per-layer routing:
metal  vias to the layer above  GRT usage (%)  part of all wire [%]  routed length, µm
met5                         -          0.277                 0.067                 60
met1                     11700           43.5                    37              33600
met3                        89           14.6                    12              10400
li1                       9700              -                     -                  -
met2                       859           46.8                    49              44200
met4                         8           4.18                   1.9               1700
layout by cell type, fill, tap and decap left out, drive strengths merged:
master and count:
fa 1129, clkbuf 9, ha 118, inv 1110
xor2 2, and2 760, xnor3 3, xnor2 6
dlymetal6s2s 3, nand2 264, buf 133, clkdlybuf4s50 101
diode 2
worst min-delay path, stage by stage:
cell and delay [ns]:
buf_2 0.15, buf_4 0.15, and2_1 0.14, clkdlybuf4s50_1 0.40
metrics by stage:
| step | hold slack [ns] | setup TNS (ns) | area, µm² | utilization [%] |
|---|---|---|---|---|
| finish | 15.31 | -4.08 | 37900 | 55.1 |
| detailed placement | 15.79 | -11.09 | 37600 | 54.7 |
| global placement | 15.80 | -10.76 | 37600 | 54.7 |
| floorplan | 14.56 | -0.772 | 35000 | - |
| CTS | 15.44 | -6.81 | 37600 | 54.7 |
| global route | 15.35 | -6.95 | 37900 | 55.1 |
synth_stat cells (all sizes together):
cell	count
xnor2	6
xor2	2
inv	1110
fa	1129
and2	760
clkbuf	192
xnor3	3
ha	118
nand2	264
final timing paths:
path              start  depth (start not counted)  slack, ns     end
hold / removal     B[0]                          4      15.31   LO[0]
setup / recovery   B[3]                         74      -1.53  HI[31]
cell type report:
cell class / instances / area, µm² / area share (%)
tap: 931 / 1160 / 3.07
antenna: 2 / 5.00 / 0.0132
multi-input combinational: 2282 / 30400 / 80.0
timing repair buffer: 246 / 2240 / 5.90
inverter: 1110 / 4170 / 11.0
repair_timing:
action,CTS,global route
pin swaps,9,25
setup endpoints to repair,8,9
gates cloned,0,1
gates resized,83,97
buffers inserted,1,3
kinds of logic after synthesis:
group / Yosys count
fa+ha+maj: 1247
buf+inv: 1302
xor+xnor: 11
simple gates: 1024
