===== run.sh =====
#!/bin/bash
# OpenROAD 26Q1-2900-gdf79404cd8, Yosys 0.63+post, stock flow scripts
make -C /OpenROAD-flow-scripts/flow DESIGN_CONFIG=/design/flow/config.mk WORK_HOME=/design/flow/orfs finish

===== config.mk =====
export PLATFORM = sky130hd
export DESIGN_NAME = Bus
export DESIGN_NICKNAME = Bus
export VERILOG_FILES = /design/flow/design.v
export SDC_FILE = /design/flow/constraint.sdc
export NUM_CORES = 4
export LEC_CHECK = 1
export CORE_AREA = 10 10 408 408
export DIE_AREA = 0 0 418 418

===== constraint.sdc =====
current_design Bus

set clk_period 5.9
set clk_io_pct 0.2

create_clock -name clk0 -period $clk_period

set non_clock_inputs [all_inputs -no_clocks]
set_input_delay [expr $clk_period * $clk_io_pct] -clock clk0 $non_clock_inputs
set_output_delay [expr $clk_period * $clk_io_pct] -clock clk0 [all_outputs]

===== design.v =====
module Bus (
	input [31:0] r0, input [31:0] r1, input [31:0] r2, input [31:0] r3,
	input [31:0] r4, input [31:0] r5, input [31:0] r6,	input [31:0] r7,
	input [31:0] r8, input [31:0] r9, input [31:0] r10, input [31:0] r11,
	input [31:0] r12, input [31:0] r13,	input [31:0] r14,	input [31:0] r15,
	input [31:0] r16, input [31:0] r17,	input [31:0] r18,	input [31:0] r19,
	input [31:0] r20, input [31:0] r21, input [31:0] r22,	input [31:0] r23,
	input [31:0] r24, input [31:0] r25,	input [31:0] r26,	input [31:0] r27,
	input [31:0] r28, input [31:0] r29,	input [31:0] r30,	input [31:0] r31,
	input [4:0] sel,
	output wire [31:0] BusMuxOut
);
	wire [31:0] a [3:0];
	wire [31:0] b [3:0];
	wire [31:0] ab[1:0];
	wire [31:0] q;
	mux4to1 mux0(r0, r1, r2, r3, sel[1:0], a[0]);
	mux4to1 mux1(r4, r5, r6, r7, sel[1:0], a[1]);
	mux4to1 mux2(r8, r9, r10, r11, sel[1:0], a[2]);
	mux4to1 mux3(r12, r13, r14, r15, sel[1:0], a[3]);
	mux4to1 mux4(r16, r17, r18, r19, sel[1:0], b[0]);
	mux4to1 mux5(r20, r21, r22, r23, sel[1:0], b[1]);
	mux4to1 mux6(r24, r25, r26, r27, sel[1:0], b[2]);
	mux4to1 mux7(r28, r29, r30, r31, sel[1:0], b[3]);
	mux4to1 mux8(a[0], a[1], a[2], a[3], sel[3:2], ab[0]);
	mux4to1 mux9(b[0], b[1], b[2], b[3], sel[3:2], ab[1]);
	mux2to1 mux10(ab[0], ab[1], sel[4], q);
	assign BusMuxOut = q;
endmodule
module mux2to1 #(parameter DATA_WIDTH = 32)
					 (input [DATA_WIDTH-1:0] a, input [DATA_WIDTH-1:0] b, input sel, output wire [DATA_WIDTH-1:0] out);
	assign out[DATA_WIDTH-1:0] = sel ? b[DATA_WIDTH-1:0] : a[DATA_WIDTH-1:0];
endmodule
module mux4to1 #(parameter DATA_WIDTH = 32)
					 (input [DATA_WIDTH-1:0] a, input [DATA_WIDTH-1:0] b, input [DATA_WIDTH-1:0] c, input [DATA_WIDTH-1:0] d,
					 input [1:0] sel, output wire [DATA_WIDTH-1:0] out);
	assign out = sel[1] ? (sel[0] ? d : c) : (sel[0] ? b : a);
endmodule 

==> results.txt <==
# Cells Yosys -> 1,158
Post-CTS setup buffer count -> 0
Leading area contributor after synthesis -> mux2i_1
Leakage -> 8.643 nW
Drt pass-1 iters -> 7
Rows -> 146
RD Place Congestion -> 0.9877
Largest net degree at the start of global routing -> 67
Residual DRC count -> 0
RSZ-0062 raised after global routing -> false
Cell Type Count -> 20
Syn Inst Count -> 1,158
DR WL/cell -> 28.85 µm
CP bufs+invs -> 3
Ys Warns -> 1
Setup TNS -> 0 ns
Hold Path Depth -> 6
Cell area after synthesis -> 8887 µm²
Register share of total power -> 0%
Pwr/cell area -> 76.59 nW/µm²
Area contributors post-synth -> mux2i_1 58%, a22oi_1 8.1%, a22o_1 6.3%
Switching power -> 735.9 µW
Layout area overhead -> 149.8%
Detail-routed via count per cell -> 3.379
Fa+ha+maj area frac -> 0%
Switching part of the total -> 43.28%
Req. time, crit path -> 4.72 ns
Antenna-violating nets left -> 0
Die H -> 418 µm
Critical Path End -> BusMuxOut[24]
Cell repeated most along the worst path -> clkdlybuf4s50_1
Critical Path End Type -> output pin
Top cells excl fill/tap -> 1,056 x clkdlybuf4s50_1, 511 x mux2i_1
Hold_buf cts -> 0
Final hold vios -> 0
Non-filler cells, final -> 4,248
Clock power frac -> 0%
Aoi share -> 22.08%
Fin. max-slew vios -> 0
Cell area after layout -> 22,200 µm²
Average size of a mapped cell -> 7.675 µm²
Critical path class -> in -> out
Vias in the first global route -> 14,879
Max IR drop VDD -> 24.57 µV
CP max-delay cell -> a31oi_1
FP Util -> 5.631%
Final wirelength -> 122,600 µm
DR iter-0 viols -> 1,209
MUX share of area -> 57.67%
Crit path cell chain -> clkdlybuf4s50_1, and2_4, buf_12, a22o_1, nor3_1, a31oi_1, nand3_1, clkdlybuf4s50_1
Placed inst area -> 22,190 µm²
Vias -> 14,356
MaxCap Viol Count -> 0
Metal2 WL -> 63,180 µm
Final period utilization -> 93.71%
XOR/XNOR Fraction of Synth Area -> 0%
Most numerous logic cell after layout -> clkdlybuf4s50_1
Tot Pwr -> 1.700 mW
Critical path depth -> 8
Share of cells above drive strength 1 -> 4.282%
Cells after DPL -> 4,244
CP startpoint kind -> primary input
Die area -> 174,700 µm²
Initial antenna violation count -> 68
Worst path max stage delay -> 0.67 ns
Clock buf count -> 0
Yosys chip area -> 8887 µm²
Peak Freq -> 0.1809 GHz
Final setup viols -> 0
Tot GR Track Use -> 13.25%
Delay-heaviest family, CP -> buffers and inverters
AND/OR/NAND/NOR Cells, Area Fraction -> 11.78%
Rel. slew slack -> 35.19%
Run status -> completed
Max-area cell share -> 57.67%
Comb area leader -> multiplexers
Overflow after GRT -> 0
Met3 WL -> 11,260 µm
Seq share, synth -> 0%
I/O pins -> 1,061
Hpwl dp -> 111,900 µm
I/O Buffers -> 1,061
Resized cells post-CTS -> 0
CORE AREA -> 157,800 µm²
Hold Crit Class -> in -> out
Top sig layer -> met5
Crit path DAT -> 4.35 ns
Die Width -> 418 µm
Max FO, Critical Path -> 37
Flip-flops -> 0
Worst Setup SP -> sel[1]
Final min period -> 5.529 ns
Metal1 wirelength -> 46,900 µm
Register area -> 0 µm²
Combinational share of power -> 100.0%
First-pass GRT wire length -> 152,100 µm
OpenROAD warning count -> 32
Util after Layout -> 14.07%
Least-Margin Pin Slew -> 0.9451 ns
Int Pwr -> 964.4 µW
[metal layers]
metal / GRT usage [%] / up-vias
met2: 23.99 / 864
met3: 4.164 / 118
li1: - / 6531
met4: 0.6605 / 44
met1: 15.93 / 6799
met5: 0 / -
[layout make-up]
cell class,count,area [µm²]
tap,2072,2592
multi-input combinational,1032,8165
timing repair buffer,1140,11430
fill,18013,135600
antenna,4,10.01
[tightest hold or removal path, delay by kind of cell]
kind,cells,cell delay (ns)
AOI/OAI and AO/OA,1,0.09
buffers and inverters,2,0.55
muxes,1,0.12
and+or+nand+nor,2,0.24
[cells by family after synthesis]
kind of cell,count (synthesis)
AOI/OAI and AO/OA,288
buffers and inverters,126
muxes,512
and+or+nand+nor,232
[Yosys cell counts]
master and instances:
buf_6 15, clkbuf_4 2, or2_2 1, nor2_1 1, a31oi_1 32, nand3_1 96
nand2b_1 2, a21oi_1 96, and2b_1 1, buf_1 6, clkbuf_1 43, mux2i_1 512
buf_2 26, and2_1 1, buf_4 34, nor2b_1 1, a22oi_1 96, nand2_1 97
nor3_1 32, a22o_1 64
[power by group through the flow]
stage	Clock, mW	Sequential [mW]	Combinational, mW
6_report	0.0000000934	0	1.70
5_1_grt	0.0000000695	0	1.80
4_1_cts	0	0	1.74
[per-stage QoR]
stage | setup slack, ns | hold WS [ns]
2_1_floorplan | 2.485 | 2.557
3_3_place_gp | 0.3090 | 3.351
3_5_place_dp | 0.3153 | 3.349
4_1_cts | 0.3174 | 3.350
5_1_grt | 0.2810 | 3.388
6_report | 0.3710 | 3.359
[worst min path at each step]
stage / start / to / slack (ns)
after CTS: r10[26] / BusMuxOut[26] / 3.35
final: r28[25] / BusMuxOut[25] / 3.36
after global routing: r10[26] / BusMuxOut[26] / 3.39
Power is estimated from default activity; no workload was simulated.
