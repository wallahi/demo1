==> /design/flow/design.v <==
`timescale 1ns / 1ps
module divide(input [31:0] dividend, divisor, output reg [31:0] quotient, output reg [31:0] remainder);
    reg [31:0] m, q;
    reg [32:0] a;
    integer i;
    always @ (*)
    begin
        q = dividend;
        m = divisor;
        a = 0;
        for(i = 0; i < 32; i = i+1)
        begin
            a = {a[30:0], q[31]};
            q[31:1] = q[30:0];
            a = a - m;
            if(a[31] == 1)
            begin
                q[0] = 0;
                a = a + m;
            end
            else
            begin
                q[0] = 1;
            end
        end
        quotient = q;
        remainder = a[30:0];  
    end 
endmodule
==> /design/flow/run.sh <==
#!/bin/bash
# OpenROAD 26Q1-2900-gdf79404cd8, Yosys 0.63+post, stock flow scripts
make -C /OpenROAD-flow-scripts/flow DESIGN_CONFIG=/design/flow/config.mk WORK_HOME=/design/flow/orfs finish
==> /design/flow/config.mk <==
export PLATFORM = sky130hd
export DESIGN_NAME = divide
export DESIGN_NICKNAME = divide
export VERILOG_FILES = /design/flow/design.v
export SDC_FILE = /design/flow/constraint.sdc
export NUM_CORES = 4
export LEC_CHECK = 1
export CORE_UTILIZATION = 50
==> /design/flow/constraint.sdc <==
current_design divide

set clk_period 443.1
set clk_io_pct 0.2

create_clock -name clk0 -period $clk_period

set non_clock_inputs [all_inputs -no_clocks]
set_input_delay [expr $clk_period * $clk_io_pct] -clock clk0 $non_clock_inputs
set_output_delay [expr $clk_period * $clk_io_pct] -clock clk0 [all_outputs]
==> flow_summary_export.csv <==
group,metric,value,unit
outcome,outcome,"finished clean",
clocking,post_cts_buffers,0,
detailed_routing,viasPerCell,5.899,
pwr,internal_power,726600,uW
clocking,ctsResizeCount,0,
die,pin_count,128,
detailed_routing,dr_total_vias,93668,
synthesis,synth_cells,13365,
finish,nClkBuffers,0,
finish,synthToLayoutAreaGrowth,5.618,%
pwr,power_leakage,0.04630,uW
synthesis,synth_area,91520,um^2
worst_setup_path,worstPathMaxFanout,61,
grt,grt_max_degree,62,
finish,ff_count,0,
grt,grt_overflow,0,
clocking,ctsHoldBuffers,0,
synthesis,ys_cells,13365,
worst_setup_path,cpMaxStageDelayCell,"nor4b_1",
synthesis,ys_seq_frac,0,
detailed_routing,first_iter_violations,9036,
final_timing,slew_violations,0,
final_timing,finalWorstSetupSlack,79.55,ns
detailed_routing,dr.pass1.iters,9,
hold_path,hp-class,"in -> out",
final_timing,worstMarginPinSlew,0.9494,ns
die,die_y,429.8,um
die,die_area,184800,um^2
final_timing,period_minus_slack,363.55,ns
pwr,ir_worst_vdd,8630,uV
detailed_routing,wl_per_cell,21.20,um
final_timing,max_freq,2.751,MHz
die,die_x,429.8,um
placed_design,post-dp-hpwl,263.4,mm
synthesis,avgSynthCellArea,6.848,um^2
detailed_routing,drc,0,
pwr,sw_frac_of_total,0.5631,
final_timing,relSlewSlack,0.3625,
synthesis,ys_area,91520,um^2
die,fp_util,0.5047,
worst_setup_path,critPathBufInv,39,
worst_setup_path,cp_top_family,"AND-OR/OR-AND gates",
grt,grt_pass1_wl,496.1,mm
pwr,power_density,17200,nW/um^2
worst_setup_path,cpPeakStageDelay,0.78,ns
flow_run,warnings,181,
worst_setup_path,arrival,274.93,ns
final_timing,setup_viol,0,
die,rows,156,
pwr,p_switching,936400,uW
grt,grt_pass1_vias,81446,
finish,flop_area,0,um^2
synthesis,yosys_warnings,1,
final_timing,hold_violations,0,
grt,antenna_found_initial,19,
worst_setup_path,crit_path_start_kind,"input pin",
final_timing,rsz0062_at_grt,"false",
detailed_routing,ant_nets,0,
placed_design,place.gp.congestion,1.007,
final_timing,tns,0,ns
synthesis,yosysUniqueCellTypes,109,
flow_run,drv_cap,0,
worst_setup_path,crit_top_cell,"o21ai_0",
die,core_area,181300,um^2
finish,drive_gt1_frac,0.03847,
worst_setup_path,worst_ep_required_time,354.48,ns
worst_setup_path,crit_path_end_kind,"primary output",
final_timing,fin_hold_ws,178.36,ns
worst_setup_path,critPathKind,"in -> out",
placed_design,post-place-ws,83.53,ns
detailed_routing,routed_wl,336.6,mm
grt,track_usage,0.3594,
placed_design,io_buffers,127,
final_timing,fin_crit_sh,0.8205,
-- final timing paths --
kind | startpoint | to | slack (ns) | cells past startpoint
max | dividend[31] | remainder[29] | 79.55 | 907
min | dividend[0] | remainder[0] | 178.36 | 5
-- power by group through the flow --
stage    Sequential [uW]  Combinational [uW]   Clock [uW]
5_1_grt                0             1710000  0.000000309
4_1_cts                0             1680000            0
-- area by class of cell --
type                            instances  area, um^2
Antenna cell                           17       42.54
Fill cell                           17114       84670
Inverter                             1058        3984
Multi-Input combinational cell      12113       87000
Tap cell                             2370        2965
Timing Repair Buffer                  321        2670
-- synth_stat cells (30+ instances only) --
| library cell | instances | share of area |
|---|---|---|
| mux2i_1 | 30 | 0.0033 |
| a31oi_1 | 83 | 0.0057 |
| mux2_2 | 107 | 0.013 |
| nor2b_1 | 221 | 0.015 |
| xor2_1 | 437 | 0.042 |
| o21a_1 | 185 | 0.015 |
| a21boi_0 | 298 | 0.024 |
| nor2_1 | 1402 | 0.058 |
| o21bai_1 | 212 | 0.017 |
| inv_1 | 1047 | 0.043 |
| nor3_1 | 216 | 0.012 |
| o211ai_1 | 39 | 0.0032 |
| and3_1 | 94 | 0.0064 |
| xnor2_1 | 1108 | 0.11 |
| nand2b_1 | 235 | 0.016 |
| fa_1 | 70 | 0.015 |
| nand3_1 | 220 | 0.012 |
| a211oi_1 | 50 | 0.0041 |
| o21ai_0 | 1237 | 0.068 |
| and2_1 | 71 | 0.0049 |
| a21o_1 | 441 | 0.036 |
| clkbuf_1 | 156 | 0.0064 |
| o2111ai_1 | 30 | 0.0029 |
| nand4_1 | 54 | 0.0037 |
| o31ai_1 | 151 | 0.012 |
| a21oi_1 | 1436 | 0.079 |
| mux2_1 | 34 | 0.0042 |
| ha_1 | 1999 | 0.27 |
| nand2_1 | 1093 | 0.045 |
| or3_1 | 87 | 0.0059 |
| or2_2 | 51 | 0.0035 |
-- layout by cell type (no fill, tap or decap), drive strengths merged, types with 54 or more instances in the layout --
cell type / count
buf: 226
nand2: 1093
a21oi: 1438
nor2: 1402
nor2b: 221
or2: 54
o21bai: 212
nor3: 218
and3: 94
clkdlybuf4s50: 95
mux2: 161
nand2b: 235
a21boi: 299
inv: 1055
fa: 70
o21ai: 1264
or3: 87
xnor2: 1111
o31ai: 152
xor2: 437
and2: 72
nand3: 221
nand4: 54
o21a: 185
a21o: 441
a31oi: 84
ha: 1999
-- cell families (layout without fill, tap and decap cells) --
family          after synthesis  in the layout  synth area share
xor+xnor                   1548           1548            0.1485
fa+ha+maj                  2069           2069            0.2886
compound gates             4432           4432            0.2937
other cells                   1             18        0.00004097
simple gates               3872           3872            0.1933
mux                         191            191           0.02391
buf+inv                    1252           1379           0.05190
-- metrics by stage --
| stage | total power [uW] | cell area (um^2) | utilization | cells |
|---|---|---|---|---|
| 4_1_cts | 1684000 | 96620 | 0.5328 | 15862 |
| 2_1_floorplan | 1991000 | 91520 | - | 13365 |
| 6_report | 1663000 | 96660 | 0.5331 | 15879 |
| 5_1_grt | 1706000 | 96620 | 0.5329 | 15863 |
| 3_5_place_dp | 1684000 | 96620 | 0.5328 | 15862 |
| 3_3_place_gp | 1663000 | 96620 | 0.5328 | 15862 |
-- layer usage --
metal | global-route usage | part of all wire | vias to the layer above
met5 | 0.001301 | 0.00023 | -
met4 | 0.1056 | 0.036 | 10
met3 | 0.1012 | 0.12 | 410
met2 | 0.4627 | 0.36 | 3642
met1 | 0.5641 | 0.49 | 41626
li1 | - | - | 47980
Power figures rest on the tool's default switching activity, not on a simulated workload.
